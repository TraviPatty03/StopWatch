### ./run.sh
#!/bin/bash
# OpenROAD 26Q1-2900-gdf79404cd8, Yosys 0.63+post, stock flow scripts
make -C /OpenROAD-flow-scripts/flow DESIGN_CONFIG=/design/flow/config.mk WORK_HOME=/design/flow/orfs finish
### ./design.v
module DFF0(data_in,clock,reset, data_out);
input data_in;
input clock,reset;
output reg data_out;
always@(posedge clock)
	begin
		if(reset)
			data_out<=1'b0;
		else
			data_out<=data_in;
	end	
endmodule
module TFF0 (
data  ,  
clk   ,  
reset ,  
q        
);
input data, clk, reset ; 
output q;
reg q;
always @ ( posedge clk or posedge reset)
if (reset) begin
  q <= 1'b0;
end else if (data) begin
  q <= !q;
end
endmodule
module clk_divider(clock, rst, clk_out);
input clock, rst;
output clk_out;
wire [18:0] din;
wire [18:0] clkdiv;
DFF0 dff_inst0(
    .data_in(din[0]),
	 .clock(clock),
	 .reset(rst),
    .data_out(clkdiv[0])
);
genvar i;
generate
for (i = 1; i < 19; i=i+1) 
	begin : dff_gen_label
		 DFF0 dff_inst (
			  .data_in (din[i]),
			  .clock(clkdiv[i-1]),
			  .reset(rst),
			  .data_out(clkdiv[i])
		 );
		 end
endgenerate
assign din = ~clkdiv;
assign clk_out = clkdiv[18];
endmodule
module HA (A,B,Sum,Carry);
input A, B;
output Sum, Carry;
and g1(Carry, A, B);
xor g2(Sum, A, B);
endmodule
module RCA(A, Cin, S);
input [3:0]A, Cin;
output [3:0]S;
wire c0, c1, c2, c3;
HA g3(.A(A[0]), .B(Cin), .Sum(S[0]), .Carry(c0));
HA g4(.A(A[1]), .B(c0), .Sum(S[1]), .Carry(c1));
HA g5(.A(A[2]), .B(c1), .Sum(S[2]), .Carry(c2));
HA g6(.A(A[3]), .B(c2), .Sum(S[3]), .Carry(c3));
endmodule
module DFF4(D, clock, reset, Q);
input [3:0]D;
input clock, reset;
output [3:0]Q;
DFF0 g7(.data_in(D[0]), .clock(clock), .reset(reset), .data_out(Q[0]));
DFF0 g8(.data_in(D[1]), .clock(clock), .reset(reset), .data_out(Q[1]));
DFF0 g9(.data_in(D[2]), .clock(clock), .reset(reset), .data_out(Q[2]));
DFF0 g10(.data_in(D[3]), .clock(clock), .reset(reset), .data_out(Q[3]));
endmodule
module cnt10(clock, inc, reset, Count_eq_9, count);
input clock, inc, reset;
output Count_eq_9;
output [3:0]count;
wire a1, o1;
wire [3:0]b;
DFF4 g11(.D(b), .clock(clock), .reset(o1), .Q(count));
assign Count_eq_9 = (count==4'b1001)?1:0;
and g12(a1, inc, Count_eq_9);
or g13(o1, a1, reset);
RCA g14(.A(count), .Cin(inc), .S(b));
endmodule
module cnt6(clock, inc, reset, Count_eq_6, count);
input clock, inc, reset;
output Count_eq_6;
output [3:0]count;
wire a1, o1;
wire [3:0]b;
DFF4 g14(.D(b), .clock(clock), .reset(o1), .Q(count));
assign Count_eq_6 = (count==4'b0101)?1:0;
and g15(a1, inc, Count_eq_6);
or g16(o1, a1, reset);
RCA g17(.A(count), .Cin(inc), .S(b));
endmodule
module BCD(O, S);
input [0:3]O;
output [6:0]S;
wire A, B, C, D;
assign A = O[0];
assign B = O[1];
assign C = O[2];
assign D = O[3];
assign S[0] = (B&~D) | (~A&~B&~C&D);
assign S[1] = (B&~C&D) | (B&C&~D);
assign S[2] = (~B&C&~D);
assign S[3] = (B&~C&~D) | (~B&~C&D) | (B&C&D);
assign S[4] = D | (B&~C);
assign S[5] = (C&D) | (~A&~B&D) | (~B&C);
assign S[6] = (B&C&D) | (~A&~B&~C);
endmodule
module counter(clock, reset, inc, Out1, Out2, Out3, Out4);
input clock, reset, inc;
output [6:0]Out1, Out2, Out3, Out4;
wire clk, eq0, eq1, eq2, eq3, eq4, a1, a2, a3, q;
wire [3:0] num1, num2, num3, num4;
clk_divider g18(.clock(clock), .rst(1'b0), .clk_out(clk));
TFF0 g19(.data(1'b1), .clk(inc), .reset(1'b0), .q(q));
cnt10 g20(.clock(clk), .inc(q), .reset(reset), .Count_eq_9(eq0), .count(num1));
and g21(a1, eq0, q);
cnt10 g22(.clock(clk), .inc(a1), .reset(reset), .Count_eq_9(eq1), .count(num2));
and g23(a2, eq1, a1);
cnt10 g24(.clock(clk), .inc(a2), .reset(reset), .Count_eq_9(eq2), .count(num3));
and g25(a3, eq2, a2);
cnt6 g26(.clock(clk), .inc(a3), .reset(reset), .Count_eq_6(eq3), .count(num4));
BCD g27(.O(num1), .S(Out1));
BCD g28(.O(num2), .S(Out2));
BCD g29(.O(num3), .S(Out3));
BCD g30(.O(num4), .S(Out4));
endmodule
### ./constraint.sdc
current_design counter

set clk_period 1.0
set clk_io_pct 0.2

create_clock -name clk0 -period $clk_period [get_ports {clock}]
create_clock -name clk1 -period $clk_period [get_ports {inc}]

set non_clock_inputs [all_inputs -no_clocks]
set_input_delay [expr $clk_period * $clk_io_pct] -clock clk0 $non_clock_inputs
set_output_delay [expr $clk_period * $clk_io_pct] -clock clk0 [all_outputs]
### ./config.mk
export PLATFORM = sky130hd
export DESIGN_NAME = counter
export DESIGN_NICKNAME = counter
export VERILOG_FILES = /design/flow/design.v
export SDC_FILE = /design/flow/constraint.sdc
export NUM_CORES = 4
export LEC_CHECK = 1
export CORE_AREA = 10 10 103 103
export DIE_AREA = 0 0 113 113
==> flow_metrics.env <==
# physical design summary
export IMPL_worstReg2RegEnd="g19.q"
export IMPL_p_sw_frac=0.0978
export IMPL_drcViolationCount=0
export IMPL_largest_reg_flops=18
export IMPL_comb_power_share=0.158
export IMPL_synth_seq_share=0.453
export IMPL_yosys_top_cells_count="36 x dfxtp_1, 24 x inv_1, 11 x ha_1, 11 x nand2b_1"
export IMPL_final_setup_tns_ps=0
export IMPL_clock_power_share=0
export IMPL_post_synth_top_count_cell="dfxtp_1"
export IMPL_rsz0062_at_grt="no"
export IMPL_post_synth_num_cell_types=28
export IMPL_drt_initial_drc_count=22
export IMPL_rr_startpoint="g19.q"
export IMPL_cp_top_family="flip-flops"
export IMPL_place_gp_congestion=0.767
export IMPL_crit_path_top_delay_cell="dfxtp_1"
export IMPL_fin_area_sq_um=1970
export IMPL_cp_start_kind="flop"
export IMPL_die_height_microns=113
export IMPL_maximum_number_of_pins_on_one_net_before_global_route_repair=18
export IMPL_core_area_sq_um=8300
export IMPL_chip_area_sq_um=12800
export IMPL_worstPathMaxFanout=4
export IMPL_synth_ff_latch_count=36
export IMPL_setup_worst_path_end_class="flop"
export IMPL_yosys_stat_chipArea_sq_um=1590
export IMPL_slew_limit_headroom=0.654
export IMPL_hp_class="reg2reg"
export IMPL_syn_to_final_growth_pct=24.1
export IMPL_fin_skew_ps=0
export IMPL_p_leak_nw=0.731
export IMPL_placed_cells_incl_taps=292
export IMPL_via_count=1080
export IMPL_placed_inst_area_sq_um=1970
export IMPL_number_of_rows_in_the_core_area=33
export IMPL_core_utilization_before_placement=0.192
export IMPL_grt_antenna_before_repair=0
export IMPL_grt_pass1_wl_microns=4210
export IMPL_log_warning_count=30
export IMPL_via_per_inst=3.70
export IMPL_syn_instance_count=167
export IMPL_slowest_delay_ps=360
export IMPL_crit_end="g19.q"
export IMPL_synth_area_leader="dfxtp_1"
export IMPL_worstSetupPathType="reg2reg"
export IMPL_layout_cells_non_filler=292
export IMPL_holdBufCountCts=0
export IMPL_seqPwrFrac=0.842
export IMPL_route_antenna_remaining_nets=0
export IMPL_unconstrained_endpoints=62
export IMPL_syn_area_per_cell_sq_um=9.52
export IMPL_netlist_top_cells_area="dfxtp_1 45%, ha_1 8.7%, inv_1 5.7%"
export IMPL_worstSetupStartpoint="g19.q"
export IMPL_power_per_cell_area_nw_per_um2=49.0
export IMPL_cp_cell_sequence="inv_1"
export IMPL_ys_async_sr_fraction=0
export IMPL_postCtsSetupBuffers=0
export IMPL_max_flop_register="g18.dff_gen_label.dff_inst.data_out"
export IMPL_hold_slack_final_ps=359
export IMPL_data_required_time_at_the_worst_endpoint_ps=880
export IMPL_finalHoldViolCount=0
export IMPL_drv_cap=0
export IMPL_overflow=0
export IMPL_detailedRoute_firstPassIterationCount=3
export IMPL_detailed_place_hpwl_microns=2070
export IMPL_post_cts_sizing=0
export IMPL_slew_violations=0
export IMPL_grt_total_usage=0.0358
export IMPL_io_buffers=29
export IMPL_crit_buf_inv=1
export IMPL_yosys_area_top_type_share=0.453
export IMPL_power_internal_mw=0.0873
export IMPL_vdd_ir_drop_worst_v=0.000173
export IMPL_area_combinational_sq_um=741
export IMPL_ys_dominant_reg_cell="dfxtp_1"
export IMPL_io_pins=31
export IMPL_via_count_of_the_first_global_routing_pass=960
export IMPL_final_layout_size_suffix_gt1_frac=0.0160
export IMPL_finalWirelength_microns=2470
export IMPL_sequential_cell_area_sq_um=721
export IMPL_clkSlewWorstSetupHoldPaths_ps=0
export IMPL_r2r_cells=1
export IMPL_min_path_cells=1
export IMPL_yosysCellCount=167
export IMPL_n_antenna_cell=0
export IMPL_worstMarginPinSlew_ps=515
export IMPL_flip_flops_with_a_built_in_enable=0
export IMPL_synth_cell_area_sq_um=1590
export IMPL_routed_wire_length_per_instance_microns=8.46
export IMPL_power_switching_mw=0.00946
export IMPL_unclocked_regs=34
export IMPL_number_of_fill_cells=876
export IMPL_setup_violations=0
export IMPL_endpoint_arrival_time_on_the_critical_path_ps=410
export IMPL_finalPower_mw=0.0968
export IMPL_dieWidth_microns=113
export IMPL_path_depth=1
export IMPL_yosysWarnings=5
export IMPL_outcome="completed"
export IMPL_worst_r2r_setup_slack_ps=470
per-stage QoR:
step | worst slack [ps] | utilization
2_1_floorplan | 500 | -
3_3_place_gp | 489 | 0.238
3_5_place_dp | 474 | 0.238
4_1_cts | 472 | 0.238
5_1_grt | 435 | 0.238
6_report | 469 | 0.238
power by group through the flow:
stage                 Clock, mW  Combinational [mW]  Sequential [mW]
after CTS                     0              0.0154           0.0814
after global routing          0              0.0164           0.0814
final                         0              0.0153           0.0814
layer usage:
| metal | GRT usage | share of wire | vias up |
|---|---|---|---|
| met5 | 0 | 0 | - |
| met4 | 0 | 0 | 0 |
| met3 | 0.00534 | 0.050 | 0 |
| met2 | 0.0676 | 0.46 | 15 |
| met1 | 0.0442 | 0.49 | 472 |
| li1 | - | - | 593 |
final cells by class:
type                       count  share of cell area
timing repair buffer          29               0.147
multi-input combinational     98               0.375
tap                          105              0.0666
sequential                    36               0.365
inverter                      24              0.0457
logic make-up (layout without fill, tap and decap cells):
group | Yosys count | after routing | synth area share
buf+inv | 33 | 53 | 0.0810
fa+ha+maj | 11 | 11 | 0.0865
simple gates | 49 | 49 | 0.207
flops | 36 | 36 | 0.453
xor+xnor | 8 | 8 | 0.0441
compound gates | 30 | 30 | 0.128
worst min-delay path by stage:
stage | from | end | slack (ps)
finish | g18.dff_inst0.data_out | g18.dff_inst0.data_out | 360
global route | g18.dff_inst0.data_out | g18.dff_inst0.data_out | 380
CTS | g18.dff_inst0.data_out | g18.dff_inst0.data_out | 360
placed cells by master, fill, tap and decap left out:
cell,n
a21oi_1,5
nor3_1,8
o31ai_1,8
nor2_1,3
a21o_1,5
a21boi_0,3
or3_1,1
and3_1,1
dfxtp_1,36
nor4_4,1
nor4bb_1,1
a211oi_1,1
nand4b_2,1
a22o_1,3
and2_1,5
nand4bb_1,1
o21ai_0,5
ha_1,11
nand2b_1,11
nand3_1,4
clkdlybuf4s50_1,29
nand2_1,6
xor2_1,2
inv_1,24
nand4bb_4,1
nor3b_1,5
xnor2_1,6
Power figures rest on the tool's default switching activity, not on a simulated workload.
